`design/flow/run.sh`:
```
#!/bin/bash
# OpenROAD 26Q1-2900-gdf79404cd8, Yosys 0.63+post, stock flow scripts
make -C /OpenROAD-flow-scripts/flow DESIGN_CONFIG=/design/flow/config.mk WORK_HOME=/design/flow/orfs finish
```
`design/flow/config.mk`:
```
export PLATFORM = sky130hd
export DESIGN_NAME = State_Machine_Project_Top
export DESIGN_NICKNAME = State_Machine_Project_Top
export VERILOG_FILES = /design/flow/design.v
export SDC_FILE = /design/flow/constraint.sdc
export NUM_CORES = 4
export LEC_CHECK = 1
export CORE_UTILIZATION = 40
```
`design/flow/constraint.sdc`:
```
current_design State_Machine_Project_Top

set clk_period 5.9
set clk_io_pct 0.2

create_clock -name clk0 -period $clk_period [get_ports {i_Clk}]

set non_clock_inputs [all_inputs -no_clocks]
set_input_delay [expr $clk_period * $clk_io_pct] -clock clk0 $non_clock_inputs
set_output_delay [expr $clk_period * $clk_io_pct] -clock clk0 [all_outputs]
```
`design/flow/design.v`:
```
module Debounce_Filter #(parameter DEBOUNCE_LIMIT = 20) (
  input  i_Clk,
  input  i_Bouncy,
  output o_Debounced);
  reg [$clog2(DEBOUNCE_LIMIT)-1:0] r_Count = 0;
  reg r_State = 1'b0;
  always @(posedge i_Clk)
  begin
    if (i_Bouncy != r_State && r_Count < DEBOUNCE_LIMIT-1)
    begin
      r_Count <= r_Count + 1;
    end
    else if (r_Count == DEBOUNCE_LIMIT-1)
    begin
      r_State <= i_Bouncy;
      r_Count <= 0;
    end 
    else
    begin
      r_Count <= 0;
    end
  end
  assign o_Debounced = r_State;
endmodule
module Count_And_Toggle #(COUNT_LIMIT = 10)
 (input i_Clk,
  input i_Enable,
  output reg o_Toggle);
  reg [$clog2(COUNT_LIMIT-1):0] r_Counter;
  always @(posedge i_Clk) 
  begin
    if (i_Enable == 1'b1)
    begin
      if (r_Counter == COUNT_LIMIT - 1)
      begin
        o_Toggle  <= !o_Toggle;
        r_Counter <= 0;
      end
      else
        r_Counter <= r_Counter + 1;
    end
    else
    begin
      o_Toggle  <= 1'b0;
      r_Counter <= 0;
    end
  end
endmodule
module LFSR_22 (
  input         i_Clk,
  output [21:0] o_LFSR_Data,
  output        o_LFSR_Done);
reg [21:0] r_LFSR = 0;
wire       w_XNOR;
always @(posedge i_Clk)
begin
  r_LFSR <= {r_LFSR[20:0], w_XNOR};
end
assign w_XNOR = r_LFSR[21] ^~ r_LFSR[20];
assign o_LFSR_Done = (r_LFSR == 22'd0);
assign o_LFSR_Data = r_LFSR;
endmodule
module Binary_To_7Segment 
 (input       i_Clk,
  input [3:0] i_Binary_Num,
  output      o_Segment_A,
  output      o_Segment_B,
  output      o_Segment_C,
  output      o_Segment_D,
  output      o_Segment_E,
  output      o_Segment_F,
  output      o_Segment_G);
  reg [6:0]    r_Hex_Encoding;
  always @(posedge i_Clk)
    begin
      case (i_Binary_Num)
        4'b0000 : r_Hex_Encoding <= 7'h7E;
        4'b0001 : r_Hex_Encoding <= 7'h30;
        4'b0010 : r_Hex_Encoding <= 7'h6D;
        4'b0011 : r_Hex_Encoding <= 7'h79;
        4'b0100 : r_Hex_Encoding <= 7'h33;          
        4'b0101 : r_Hex_Encoding <= 7'h5B;
        4'b0110 : r_Hex_Encoding <= 7'h5F;
        4'b0111 : r_Hex_Encoding <= 7'h70;
        4'b1000 : r_Hex_Encoding <= 7'h7F;
        4'b1001 : r_Hex_Encoding <= 7'h7B;
        4'b1010 : r_Hex_Encoding <= 7'h77;
        4'b1011 : r_Hex_Encoding <= 7'h1F;
        4'b1100 : r_Hex_Encoding <= 7'h4E;
        4'b1101 : r_Hex_Encoding <= 7'h3D;
        4'b1110 : r_Hex_Encoding <= 7'h4F;
        4'b1111 : r_Hex_Encoding <= 7'h47;
      endcase
    end
  assign o_Segment_A = r_Hex_Encoding[6];
  assign o_Segment_B = r_Hex_Encoding[5];
  assign o_Segment_C = r_Hex_Encoding[4];
  assign o_Segment_D = r_Hex_Encoding[3];
  assign o_Segment_E = r_Hex_Encoding[2];
  assign o_Segment_F = r_Hex_Encoding[1];
  assign o_Segment_G = r_Hex_Encoding[0];
endmodule
module State_Machine_Game # (parameter CLKS_PER_SEC = 25000000,
                             parameter GAME_LIMIT = 6)
 (input i_Clk,
  input i_Switch_1,
  input i_Switch_2,
  input i_Switch_3,
  input i_Switch_4,
  output reg [3:0] o_Score,
  output o_LED_1,
  output o_LED_2,
  output o_LED_3,
  output o_LED_4
  );
  localparam START        = 3'd0;
  localparam PATTERN_OFF  = 3'd1;
  localparam PATTERN_SHOW = 3'd2; 
  localparam WAIT_PLAYER  = 3'd3;
  localparam INCR_SCORE   = 3'd4;
  localparam LOSER        = 3'd5;
  localparam WINNER       = 3'd6;
  reg [2:0] r_SM_Main;
  reg r_Toggle, r_Switch_1, r_Switch_2, r_Switch_3; 
  reg r_Switch_4, r_Button_DV;
  reg [1:0] r_Pattern[0:10];  
  wire [21:0] w_LFSR_Data;
  reg [$clog2(GAME_LIMIT)-1:0] r_Index;  
  reg [1:0] r_Button_ID;
  wire w_Count_En, w_Toggle;
  always @(posedge i_Clk)
  begin
    if (i_Switch_1 & i_Switch_2)
      r_SM_Main <= START;
    else
    begin
      case (r_SM_Main)
        START:
        begin
          if (!i_Switch_1 & !i_Switch_2 & r_Button_DV) 
          begin
            o_Score   <= 0;
            r_Index   <= 0;
            r_SM_Main <= PATTERN_OFF;
          end
        end
        PATTERN_OFF:
        begin
          if (!w_Toggle & r_Toggle)  
            r_SM_Main <= PATTERN_SHOW;
        end
        PATTERN_SHOW:
        begin
          if (!w_Toggle & r_Toggle)  
            if (o_Score == r_Index)
            begin
              r_Index   <= 0;
              r_SM_Main <= WAIT_PLAYER;
            end
            else 
            begin
              r_Index   <= r_Index + 1;
              r_SM_Main <= PATTERN_OFF;  
            end
        end
        WAIT_PLAYER:
        begin
          if (r_Button_DV)
            if (r_Pattern[r_Index] == r_Button_ID && r_Index == o_Score)
            begin
              r_Index   <= 0;
              r_SM_Main <= INCR_SCORE;
            end
            else if (r_Pattern[r_Index] != r_Button_ID)
              r_SM_Main <= LOSER;
            else
              r_Index <= r_Index + 1;
        end
        INCR_SCORE: 
        begin
          o_Score <= o_Score + 1;
          if (o_Score == GAME_LIMIT-1)
            r_SM_Main <= WINNER;
          else
            r_SM_Main <= PATTERN_OFF;
        end
        WINNER: 
        begin
          o_Score <= 4'hA;  
        end
        LOSER:
        begin
          o_Score <= 4'hF;  
        end
        default:
          r_SM_Main <= START;
      endcase 
    end
  end
  always @(posedge i_Clk)
  begin
    if (r_SM_Main == START)
    begin
      r_Pattern[0]  <= w_LFSR_Data[1:0];
      r_Pattern[1]  <= w_LFSR_Data[3:2];
      r_Pattern[2]  <= w_LFSR_Data[5:4];
      r_Pattern[3]  <= w_LFSR_Data[7:6];
      r_Pattern[4]  <= w_LFSR_Data[9:8];
      r_Pattern[5]  <= w_LFSR_Data[11:10];
      r_Pattern[6]  <= w_LFSR_Data[13:12];
      r_Pattern[7]  <= w_LFSR_Data[15:14];
      r_Pattern[8]  <= w_LFSR_Data[17:16];
      r_Pattern[9]  <= w_LFSR_Data[19:18];
      r_Pattern[10] <= w_LFSR_Data[21:20];
    end
  end
  assign o_LED_1 = (r_SM_Main == PATTERN_SHOW && 
                    r_Pattern[r_Index] == 2'b00) ? 1'b1 : i_Switch_1;
  assign o_LED_2 = (r_SM_Main == PATTERN_SHOW && 
                    r_Pattern[r_Index] == 2'b01) ? 1'b1 : i_Switch_2;
  assign o_LED_3 = (r_SM_Main == PATTERN_SHOW && 
                    r_Pattern[r_Index] == 2'b10) ? 1'b1 : i_Switch_3;
  assign o_LED_4 = (r_SM_Main == PATTERN_SHOW && 
                    r_Pattern[r_Index] == 2'b11) ? 1'b1 : i_Switch_4;
  always @(posedge i_Clk)
  begin
    r_Toggle   <= w_Toggle;
    r_Switch_1 <= i_Switch_1;
    r_Switch_2 <= i_Switch_2;
    r_Switch_3 <= i_Switch_3;
    r_Switch_4 <= i_Switch_4;
    if (r_Switch_1 & !i_Switch_1)
    begin
      r_Button_DV <= 1'b1;
      r_Button_ID <= 0;
    end
    else if (r_Switch_2 & !i_Switch_2)
    begin
      r_Button_DV <= 1'b1;
      r_Button_ID <= 1;
    end
    else if (r_Switch_3 & !i_Switch_3)
    begin
      r_Button_DV <= 1'b1;
      r_Button_ID <= 2;
    end
    else if (r_Switch_4 & !i_Switch_4)
    begin
      r_Button_DV <= 1'b1;
      r_Button_ID <= 3;
    end
    else
    begin
      r_Button_DV <= 1'b0;
      r_Button_ID <= 0;
    end
  end
  assign w_Count_En = (r_SM_Main == PATTERN_SHOW || 
                       r_SM_Main == PATTERN_OFF);
  Count_And_Toggle #(.COUNT_LIMIT(CLKS_PER_SEC/4)) Count_Inst
   (.i_Clk(i_Clk),
    .i_Enable(w_Count_En),
    .o_Toggle(w_Toggle));
  LFSR_22 LFSR_Inst
   (.i_Clk(i_Clk),
    .o_LFSR_Data(w_LFSR_Data),
    .o_LFSR_Done());  
endmodule
module State_Machine_Project_Top 
 (input i_Clk,
  input i_Switch_1,
  input i_Switch_2,
  input i_Switch_3,
  input i_Switch_4,
  output o_LED_1,
  output o_LED_2,
  output o_LED_3,
  output o_LED_4,
  output o_Segment2_A,
  output o_Segment2_B,
  output o_Segment2_C,
  output o_Segment2_D,
  output o_Segment2_E,
  output o_Segment2_F,
  output o_Segment2_G);
  localparam GAME_LIMIT     = 7;         
  localparam CLKS_PER_SEC   = 25000000;  
  localparam DEBOUNCE_LIMIT = 250000;    
  wire w_Switch_1, w_Switch_2, w_Switch_3, w_Switch_4;
  wire w_Segment2_A, w_Segment2_B, w_Segment2_C, w_Segment2_D;
  wire w_Segment2_E, w_Segment2_F, w_Segment2_G;
  wire [3:0] w_Score;
  Debounce_Filter #(.DEBOUNCE_LIMIT(DEBOUNCE_LIMIT)) Debounce_SW1
   (.i_Clk(i_Clk), 
    .i_Bouncy(i_Switch_1),
    .o_Debounced(w_Switch_1));
  Debounce_Filter #(.DEBOUNCE_LIMIT(DEBOUNCE_LIMIT)) Debounce_SW2
   (.i_Clk(i_Clk), 
    .i_Bouncy(i_Switch_2),
    .o_Debounced(w_Switch_2));
  Debounce_Filter #(.DEBOUNCE_LIMIT(DEBOUNCE_LIMIT)) Debounce_SW3
   (.i_Clk(i_Clk), 
    .i_Bouncy(i_Switch_3),
    .o_Debounced(w_Switch_3));
  Debounce_Filter #(.DEBOUNCE_LIMIT(DEBOUNCE_LIMIT)) Debounce_SW4
   (.i_Clk(i_Clk), 
    .i_Bouncy(i_Switch_4),
    .o_Debounced(w_Switch_4));
  State_Machine_Game #(.CLKS_PER_SEC(CLKS_PER_SEC),
                       .GAME_LIMIT(GAME_LIMIT)) Game_Inst
   (.i_Clk(i_Clk),
    .i_Switch_1(w_Switch_1),
    .i_Switch_2(w_Switch_2),
    .i_Switch_3(w_Switch_3),
    .i_Switch_4(w_Switch_4),
    .o_Score(w_Score),
    .o_LED_1(o_LED_1),
    .o_LED_2(o_LED_2),
    .o_LED_3(o_LED_3),
    .o_LED_4(o_LED_4));
  Binary_To_7Segment Scoreboard
   (.i_Clk(i_Clk),
    .i_Binary_Num(w_Score),
    .o_Segment_A(w_Segment2_A),
    .o_Segment_B(w_Segment2_B),
    .o_Segment_C(w_Segment2_C),
    .o_Segment_D(w_Segment2_D),
    .o_Segment_E(w_Segment2_E),
    .o_Segment_F(w_Segment2_F),
    .o_Segment_G(w_Segment2_G));
  assign o_Segment2_A = !w_Segment2_A;
  assign o_Segment2_B = !w_Segment2_B;
  assign o_Segment2_C = !w_Segment2_C;
  assign o_Segment2_D = !w_Segment2_D;
  assign o_Segment2_E = !w_Segment2_E;
  assign o_Segment2_F = !w_Segment2_F;
  assign o_Segment2_G = !w_Segment2_G;
endmodule
```
==> results.yml <==
# flow metrics
run_status:
  status: "complete, no violations"
floorplanning:
  die_h_um: 132.9
  dieWidth_um: 132.9
  rows: 47
  num_io_pins: 16
  chip_area_sq_um: 17660
  coreArea_sq_um: 16640
  initCoreUtil_pct: 41.18
yosys:
  async_flop_share_pct: 0
  synth_flops: 168
  ys_warn_count: 6
  avgSynthCellArea_sq_um: 9.693
  synth_cells: 707
  edf_count: 27
  flop_cell: "dfxtp_1"
  syn-cell-area_sq_um: 6853
  yosysChipArea_sq_um: 6853
  yosysCellCount: 707
  yosysUniqueCellTypes: 47
  ys_seq_share_pct: 53.02
pwr:
  p_switching_mw: 0.4518
  pwr-share-clk_pct: 47.2
  irDropWorstVdd_mv: 0.2291
  power_density_nw_per_um2: 290.6
  p_int_mw: 1.822
  comb_power_share_pct: 1.2
  seq_power_share_pct: 51.6
  sw_frac_of_total_pct: 19.87
  p_leak_nw: 2.930
  power_mw: 2.274
clock_network:
  cts_buffer_depth: 2
  clk_transition_reported_paths_ns: 0.06
  ctsRootBufferMaster: "clkbuf_16"
  insertion_delay_ns: 0.41
  htree_levels: 4
  clock_sinks: 168
  cts_buffers: 17
  hold_buffers: 0
  cts_tree: "yes"
  cts_resized: 0
  post_cts_buffers: 0
worst_setup_path:
  rrSetupSlack_ns: 3.02
  worstPathMaxFanout: 5
  crit_path_end: "o_LED_4"
  cpMostUsedCell: "ha_1"
  crit_family: "simple AND/OR/NAND/NOR gates"
  slowest_stage: "clkdlybuf4s50_1"
  cp_slowest_stage_delay_ns: 0.48
  path_depth: 9
  arrival_ns: 2.88
  required_ns: 4.72
  regToRegStartpoint: "Game_Inst.r_Index[0]$_DFFE_PP_"
  startpoint_type: "flip-flop"
  worstReg2RegEnd: "Game_Inst.r_Index[2]$_DFFE_PP_"
  critPathKind: "reg -> out"
  end_kind: "output port"
  crit_chain: "ha_1, ha_1, nor4_2, and2_4, o31ai_4, inv_1, nand2_1, o21bai_1, clkdlybuf4s50_1"
  critPathBufInv: 2
  reg2regPathDepth: 8
  startpoint: "Game_Inst.r_Index[0]$_DFFE_PP_"
detailed_routing:
  first_pass_iters: 4
  drcViolationCount: 0
  drt.antenna.violating_nets: 0
  avgViaCountPerCell: 4.863
  routed_wl_um: 11260
  drt_iter0_markers: 254
  vias: 4678
  antennaDiodeCount: 0
  wl_per_cell_um: 11.71
final_timing:
  period_used_pct: 68.84
  relSlewSlack_pct: 44.20
  slew_violations: 0
  timing.hold.ws_ns: 0.3257
  finalCriticalPeriod_ns: 4.061
  fin_ws_ns: 1.839
  worst_pin_slew_ns: 0.8358
  max_freq_mhz: 246.2
  clock_skew_ns: 0.005944
  tns_ns: 0
  rsz0062_at_grt: "no"
  setup_viol: 0
  finalHoldViolCount: 0
layout:
  finalNonFillerCells: 962
  lay_top_cells: "dfxtp_1, nor2_1, nand2_1, xor2_1, xnor2_1"
  mostFrequentLayoutCell: "dfxtp_1"
  final_core_util_pct: 47.01
  fin_area_sq_um: 7824
  area_delta_synth_final_pct: 14.17
  layout-drive-gt1-share_pct: 6.065
global_route:
  grt_pass1_vias: 4375
  grt.total_usage_pct: 13.82
  grt-ovfl-total: 0
  antenna_found_initial: 0
  grt_pass1_wl_um: 19740
  grt_max_degree: 25
placed_design:
  gp_congestion: 0.8065
  place_inst: 930
  pre_cts_ws_ns: 2.282
  dpl_cell_area_sq_um: 7242
  portBuffers: 15
  dp_hpwl_um: 7676
worst_hold_path:
  hold_class: "reg -> reg"
flow_run:
  max-cap-violations: 0
  warning_count: 36
-- cell families after synthesis --
family          share of synthesized area (%)
flops                                   53.02
xor+xnor                                12.23
fa+ha+maj                               3.469
mux                                    0.2921
buf+inv                                 2.556
simple gates                            21.58
compound gates                          6.847
-- cell type report --
class / count / area [sq um]
clock buffers: 19 / 454.2
clock inverters: 13 / 127.6
fillers: 1468 / 8818
inverters: 29 / 108.9
multi-input cells: 494 / 3044
flip-flops and latches: 168 / 3633
well taps: 220 / 275.3
repair buffers: 19 / 180.2
-- Yosys cell counts (6+ instances only) --
library cell	count	area (sq um)
a21oi_1	21	105.1
a31oi_1	6	37.54
and3_1	20	125.1
and4_1	7	61.31
clkbuf_1	10	37.54
dfxtp_1	141	2823
edfxtp_1	27	810.8
ha_1	19	237.7
inv_1	29	108.9
nand2_1	49	183.9
nand3_1	40	200.2
nand4_1	18	112.6
nor2_1	131	491.7
nor2b_1	6	37.54
nor3_1	14	70.07
nor4_1	8	50.05
o21ai_0	9	45.04
xnor2_1	44	385.4
xor2_1	48	420.4
-- per-layer routing --
metal | GRT usage (%) | vias to the layer above | routed length (um)
met1 | 20.80 | 2150 | 5739
met3 | 4.180 | 6 | 552
met5 | 0 | - | 0
met2 | 21.00 | 71 | 4853
li1 | - | 2451 | -
met4 | 1.469 | 0 | 116
-- registers in the layout, summed over array words and instances, names as in the netlist, 2 cells and up --
name                            flops
Game_Inst.Count_Inst.r_Counter     24
Game_Inst.r_Button_ID               2
Scoreboard.r_Hex_Encoding           7
Game_Inst.LFSR_Inst.r_LFSR         22
Debounce_SW4.r_Count               18
Game_Inst.r_Index                   3
Game_Inst.r_SM_Main                 7
Debounce_SW1.r_Count               18
Game_Inst.r_Pattern                16
Game_Inst.o_Score                   4
Debounce_SW3.r_Count               18
Debounce_SW2.r_Count               18
-- how the worst min path moves through the flow --
stage     slack (ns)                              startpoint                                      to  depth (start not counted)
5_1_grt         0.34  Game_Inst.LFSR_Inst.r_LFSR[18]$_DFF_P_  Game_Inst.LFSR_Inst.r_LFSR[19]$_DFF_P_                          0
4_1_cts         0.33  Game_Inst.LFSR_Inst.r_LFSR[18]$_DFF_P_  Game_Inst.LFSR_Inst.r_LFSR[19]$_DFF_P_                          0
6_report        0.33  Game_Inst.LFSR_Inst.r_LFSR[19]$_DFF_P_  Game_Inst.LFSR_Inst.r_LFSR[20]$_DFF_P_                          0
-- power groups by stage --
stage	combinational, mW	clock [mW]	sequential [mW]
final	0.0264	1.07	1.17
after global routing	0.0301	1.15	1.17
after CTS	0.0268	1.10	1.17
Power is estimated from default activity; no workload was simulated.
